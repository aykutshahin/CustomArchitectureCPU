`./design.v`:
```
module lab7_g7_p1(
    input  logic   [31:0]   komut,
    output logic    [6:0]   opcode,
    output logic    [3:0]   aluop,
    output logic    [4:0]   rs1, rs2, rd,
    output logic   [31:0]   imm,
    output logic            hata
);
parameter R = 7'b0000001;
parameter I = 7'b0000011;
parameter U = 7'b0000111;
parameter B = 7'b0001111;
logic [3:0] funct;
logic [6:0] code;
assign opcode = komut [6:0];
assign aluop   = funct;
always_comb begin
    case(opcode)
        R:
            begin
            rd      = komut [11: 7];
            rs1     = komut [19:15];
            rs2     = komut [24:20];
            imm     = 32'b0;
            {funct[3],funct[2:0]}   = {komut[30],komut [14:12]};
            hata      = 1'b0;
            end
        I:
            begin
            rd       = komut [11: 7] ;
            rs1      = komut [19:15] ;
            imm      = {20'b0,  komut [31:20]};
            {funct[3],funct [2:0]}    = {1'b0,komut[14:12]};
            rs2       = 5'b0;
            hata      = 1'b0;
            end
        U:
            begin
            rd        = komut [11: 7];
            imm       = komut [31:12];
            funct     = 4'b0;
            rs1       = 5'b0;
            rs2       = 5'b0;
            hata      = 1'b0;
            end
        B:
            begin
            {funct[3],funct [2:0]}       = {1'b0,komut[14:12]};
            rs1         = komut [19:15];
            rs2         = komut [24:20];
            imm         = {18'b0,komut [31:25],komut [11:7],1'b0};
            rd          = 5'b0;
            hata        = 1'b0;
            end
    default:
            begin
            funct       = 4'b0;
            rs1         = 5'b0;
            rs2         = 5'b0;
            imm         = 32'b0;
            rd          = 5'b0;
            hata        = 1'b1;
			end
endcase
end
endmodule
module lab7_g7_p2(input logic clk, reset,
input logic we,
input logic [4:0] waddr,
input logic [31:0] wbdata,
input logic [4:0] rs1,
input logic [4:0] rs2,
output logic [31:0] rs1_data,
output logic [31:0] rs2_data);
logic [31:0] mem[0:9];
integer i;
always_ff @(posedge clk)
    if(!reset)
    for (i=0; i<10; i=i+1)
    mem[i] <= 32'b0;
    else if(we)
        mem[waddr] <= wbdata;
always_comb begin
    rs1_data = mem[rs1];
    rs2_data = mem[rs2];
end
endmodule
module lab7_g7_p3(input logic clk, reset,
input logic [31:0] komut,
output logic [6:0] opcode,
output logic [3:0] aluop,
output logic [31:0] rs1_data,
output logic [31:0] rs2_data,
output logic [31:0] imm,
output logic hata,
input logic we,
input logic [31:0] rd_data);
logic [4:0] rd_kablo;
logic [4:0] rs1_kablo;
logic [4:0] rs2_kablo;
lab7_g7_p1 inst0(.komut(komut), .rd(rd_kablo), .rs1(rs1_kablo), .rs2(rs2_kablo),
.opcode(opcode), .aluop(aluop), .imm(imm), .hata(hata));
lab7_g7_p2 inst1(.clk(clk), .reset(reset), .we(we), .wbdata(rd_data),
.waddr(rd_kablo), .rs1(rs1_kablo), .rs2(rs2_kablo),.rs1_data(rs1_data),
.rs2_data(rs2_data));
endmodule
module lab8_g7_p1(input logic clk, reset, output logic [31:0]pc,
                  input logic pc_update, input logic [31:0] pc_new);
logic [31:0] pc1;
always_ff @(posedge clk) begin
if(!reset)
pc <= 32'b0;
else
pc <= pc1;
end
always_comb
begin
    if(pc_update)
    pc1 = pc_new;
    else
    pc1 = pc + 4;
end
endmodule
module lab8_g7_p3
(
input logic [31:0] rs1_data, rs2_data,
input logic [31:0] imm,
input logic [6:0] opcode,
input logic [3:0] func,
output logic [31:0] sonuc,
output logic pc_update,
output logic we,
output logic hata
);
parameter R = 7'b0000001;
parameter I = 7'b0000011;
parameter U = 7'b0000111;
parameter B = 7'b0001111;
always_comb begin
    case(opcode)
            R:
            begin
            if(func == 4'b0) begin
            sonuc = $signed(rs1_data) + $signed(rs2_data);
            hata = 0;
            pc_update = 0;
            we = 1;
            end
            else if(func == 4'b1000) begin
            sonuc = $signed(rs1_data) - $signed(rs2_data);
            hata = 0;
            pc_update = 0;
            we = 1;
            end
            else if(func == 4'b0111) begin
            sonuc = $signed(rs1_data) && $signed(rs2_data);
            hata = 0;
            pc_update = 0;
            we = 1;
            end
            else if(func == 4'b0110) begin
            sonuc = $signed(rs1_data) || $signed(rs2_data);
            hata = 0;
            pc_update = 0;
            we = 1;
            end
            else if(func == 4'b0100) begin
            sonuc = $signed(rs1_data) ^ $signed(rs2_data);
            hata = 0;
            pc_update = 0;
            we = 1;
            end
            else if(func == 4'b0001) begin
            sonuc = rs1_data << rs2_data;
            hata = 0;
            pc_update = 0;
            we = 1;
            end
            else if(func == 4'b0101) begin
            sonuc = $signed(rs1_data) >> $signed(rs2_data);
            hata = 0;
            pc_update = 0;
            we = 1;
            end
            else if(func == 4'b1101) begin
            sonuc = $signed(rs1_data) >>> $signed(rs2_data);
            hata = 0;
            pc_update = 0;
            we = 1;
            end
            else begin
            sonuc = 32'bx;
            hata = 1'bx;
            pc_update = 1'bx;
            we = 1'bx;
            end
            end
            I:
            begin
            if(func == 4'b0) begin
            sonuc = $signed(rs1_data) + $signed(imm);
            hata = 0;
            pc_update = 0;
            we = 1;
            end
            else if(func == 4'b0111) begin
            sonuc = $signed(rs1_data) & $signed(imm);
            hata = 0;
            pc_update = 0;
            we = 1;
            end
            else if(func == 4'b0110) begin
            sonuc = $signed(rs1_data) | $signed(imm);
            hata = 0;
            pc_update = 0;
            we = 1;
            end
            else if(func == 4'b0100) begin
            sonuc = $signed(rs1_data) ^ $signed(imm);
            hata = 0;
            pc_update = 0;
            we = 1;
            end
            else if(func == 4'b0001) begin
            sonuc = rs1_data << imm;
            hata = 0;
            pc_update = 0;
            we = 1;
            end
            else if(func == 4'b0101) begin
            sonuc = rs1_data >> imm;
            hata = 0;
            pc_update = 0;
            we = 1;
            end
            else begin
            sonuc = 32'bx;
            hata = 1;
            pc_update = 0;
            we = 0;
            end
            end
            U:
            begin
            sonuc = imm;
            hata = 0;
            pc_update = 0;
            we = 1;
            end
            B:
            begin
            if(func == 4'b0011)begin
            pc_update = 1;
            sonuc = $signed(imm);
            hata = 0;
            we = 0;
            end
            else if(func == 4'b0000) begin
                if($signed(rs1_data) == $signed(rs2_data)) begin
                pc_update = 1;
                sonuc = $signed(imm);
                hata = 0;
                we = 0;
                end
                else begin
                pc_update = 0;
                sonuc = 32'bx;
                hata = 0;
                we = 0;
                end
            end
            else if(func == 4'b0001) begin
                if($signed(rs1_data) != $signed(rs2_data)) begin
                pc_update = 1;
                sonuc = $signed(imm);
                hata = 0;
                we = 0;
                end
                else begin
                pc_update = 0;
                sonuc = 32'bx;
                hata = 0;
                we = 0;
                end
            end
            else if(func == 4'b0100) begin
                if($signed(rs1_data) < $signed(rs2_data)) begin
                pc_update = 1;
                sonuc = $signed(imm);
                hata = 0;
                we = 0;
                end
                else begin
                pc_update = 0;
                sonuc = 32'bx;
                hata = 0;
                we = 0;
                end
            end
            else if(func == 4'b0101) begin
                if($signed(rs1_data) >= $signed(rs2_data)) begin
                pc_update = 1;
                sonuc = $signed(imm);
                hata = 0;
                we = 0;
                end
                else begin
                pc_update = 0;
                sonuc = 32'bx;
                hata = 0;
                we = 0;
                end
            end
            else if(func == 4'b0110) begin
                if(rs1_data < rs2_data) begin
                pc_update = 1;
                sonuc = imm;
                hata = 0;
                we = 0;
                end
                else begin
                pc_update = 0;
                sonuc = 32'bx;
                hata = 0;
                we = 0;
                end
            end
            else if(func == 4'b0111) begin
                if(rs1_data >= rs2_data) begin
                pc_update = 1;
                sonuc = imm;
                hata = 0;
                we = 0;
                end
                else begin
                pc_update = 0;
                sonuc = 32'bx;
                hata = 0;
                we = 0;
                end
            end
            else begin
            pc_update = 0;
            sonuc = 32'bx;
            hata = 1;
            we = 0;
            end
            end
            default: begin
            pc_update = 0;
            sonuc = 32'bx;
            hata = 1;
            we = 0;
            end
            endcase
end
endmodule
module sahinatilkan
(
input logic clk,reset,
input logic [31:0] komut,
output logic [31:0] pc,
output logic hata
);
logic [31:0]    rs1_data,rs2_data,imm;
logic [3:0]     aluop;
logic [6:0]     opcode;
logic           we,hataDecoder,hataExecute;
logic           pc_update;
logic [31:0]    pc_new;
lab7_g7_p3 Decoder(.clk(clk),.reset(reset),.komut(komut),.hata(hataDecoder),.rs1_data(rs1_data),
.rs2_data(rs2_data),.imm(imm),.aluop(aluop),.opcode(opcode),.rd_data(pc_new),.we(we));
lab8_g7_p3 Execute(.rs1_data(rs1_data),.rs2_data(rs2_data),.imm(imm),.func(aluop),.opcode(opcode),
.pc_update(pc_update),.sonuc(pc_new),.we(we),.hata(hataExecute));
lab8_g7_p1 Fetc(.clk(clk),.reset(reset),.pc(pc),.pc_update(pc_update),.pc_new(pc_new));
assign hata = hataDecoder | hataExecute;
endmodule
```
`./run.sh`:
```
#!/bin/bash
# OpenROAD 26Q1-2900-gdf79404cd8, Yosys 0.63+post, stock flow scripts
make -C /OpenROAD-flow-scripts/flow DESIGN_CONFIG=/design/flow/config.mk WORK_HOME=/design/flow/orfs finish
```
`./config.mk`:
```
export PLATFORM = sky130hd
export DESIGN_NAME = sahinatilkan
export DESIGN_NICKNAME = sahinatilkan
export VERILOG_FILES = /design/flow/design.v
export SDC_FILE = /design/flow/constraint.sdc
export NUM_CORES = 4
export LEC_CHECK = 1
export CORE_UTILIZATION = 30
```
`./constraint.sdc`:
```
current_design sahinatilkan

set clk_period 40.3
set clk_io_pct 0.2

create_clock -name clk0 -period $clk_period [get_ports {clk}]

set non_clock_inputs [all_inputs -no_clocks]
set_input_delay [expr $clk_period * $clk_io_pct] -clock clk0 $non_clock_inputs
set_output_delay [expr $clk_period * $clk_io_pct] -clock clk0 [all_outputs]
```
==> results.tsv <==
stage	metric	value	unit
clock_tree	cts_root_buf	clkbuf_16	
final_timing	grt_setup_unrepaired	no	
drt	wl_met2	100000	µm
power_and_ir_drop	power_frac_seq	42.9	%
setup_path	path_cells	clkdlybuf4s50_1 > or4b_4 > a21oi_1 > nand2b_1 > buf_4 > nand2_1 > nand2_1 > o221ai_1 > clkdlybuf4s50_1	
drt	vias	43500	
flow_run	cap_violations	0	
synthesis	edf_count	512	
setup_path	critPathArrivalTime	11970	ps
cells_and_area	area_growth	13.1	%
drt	drtAntennaViolNets	0	
final_timing	period_used_share	49.7	%
clock_tree	ctsHoldBuffers	0	
synthesis	synth-main-ff-cell	edfxtp_1	
die	boundaryPins	67	
power_and_ir_drop	vdd_drop_max	0.0407	mV
grt	antenna_found_initial	19	
clock_tree	cts_setup_buffers	0	
setup_path	slowest_delay	830	ps
die	fp_util	30.3	%
drt	viasPerCell	6.40	
flow_run	warnings	76	
clock_tree	cts_repair_resize_count	0	
placement	placed_area	46800	µm²
final_timing	max_freq	0.0499	GHz
drt	met3_wirelength	37600	µm
hold_path	hold_path_class	flip-flop to flip-flop	
final_timing	finalSetupTns	0	ps
synthesis	avgSynthCellArea	8.88	µm²
synthesis	numSynthFlops	544	
power_and_ir_drop	sw_frac_of_total	31.4	%
cells_and_area	finalInstanceArea	48700	µm²
synthesis	synthArstFlopShare	0	%
clock_tree	path_clk_slew	60	ps
clock_tree	cts_buffers	54	
clock_tree	cts_num_sinks	544	
clock_tree	clock_path_buffers	3	
final_timing	period_minus_slack	20030	ps
final_timing	relSlewSlack	24.8	%
grt	grt_usage	34.1	%
final_timing	worstMarginPinSlew	1120	ps
setup_path	crit_type	primary input to primary output	
final_timing	finalMaxSlewViolations	0	
drt	dr.pass1.iters	10	
setup_path	crit_buf_inv	3	
run_status	status	completed	
setup_path	end_kind	primary output	
grt	grt_pass1_vias	41600	
placement	routabilityCongestion	1.12	
synthesis	synth_seq_share	37.2	%
cells_and_area	final_util	34.3	%
setup_path	path_delay_family	buffers and inverters	
setup_path	regToRegSetupSlack	30450	ps
cells_and_area	drive_gt1_share	13.6	%
final_timing	hold_violations	0	
setup_path	cp_max_fo	41	
setup_path	worst_setup_path_start_kind	primary input	
grt	grt.overflow.total	0	
drt	wl_per_cell	35.9	µm
die	core	142000	µm²
clock_tree	tritoncts	yes	
power_and_ir_drop	power_density	30.3	nW/µm²
grt	grt_max_degree	86	
placement	dp.cells	6693	
power_and_ir_drop	p_leak	17.7	nW
power_and_ir_drop	switchingPower	0.462	mW
final_timing	clock_skew	28.9	ps
clock_tree	htree_levels	2	
synthesis	ys_cells	4844	
placement	hpwlAfterDp	172000	µm
power_and_ir_drop	pwr-share-clk	35.4	%
drt	dr.first_iter.drc_count	5263	
setup_path	cp.required	32240	ps
placement	pre_cts_slack	20380	ps
cells_and_area	stdcell_count	6797	
grt	grt_first_pass_wirelength	333000	µm
synthesis	ys_chip_area	43000	µm²
synthesis	yosysWarnings	4	
power_and_ir_drop	p_int	1.01	mW
synthesis	syn-cell-area	43000	µm²
synthesis	synth_cell_types	110	
drt	drc	0	
final_timing	setup_violations	0	
die	chipWidth	381	µm
synthesis	syn-instance-count	4844	
die	rows	138	
final_timing	finalWorstSetupSlack	20270	ps
drt	totalWireLength	244000	µm
die	dieArea	145000	µm²
die	die_y	381	µm
final_timing	holdWs	461	ps
power_and_ir_drop	p_comb_share	21.7	%
placement	port_buffers	66	
drt	highest_layer	met5	
clock_tree	clock_latency	640	ps
power_and_ir_drop	p_total	1.47	mW
drt	met1_length	85300	µm
setup_path	crit_slowest_cell	or4b_4	
==> path summary, 6_finish.rpt <==
kind,from,endpoint,cells past startpoint
max,komut[6],hata,9
min,Fetc.pc[1]$_SDFFE_PN0N_,Fetc.pc[1]$_SDFFE_PN0N_,2
min reg2reg,Fetc.pc[1]$_SDFFE_PN0N_,Fetc.pc[1]$_SDFFE_PN0N_,2
max reg2reg,Decoder.inst1.mem[15][21]$_DFFE_PP_,Decoder.inst1.mem[12][22]$_DFFE_PP_,22
==> final cells by class <==
| cell class | count | area [µm²] |
|---|---|---|
| clock buffers | 64 | 1450 |
| well taps | 1890 | 2360 |
| repair buffers | 349 | 2810 |
| inverters | 156 | 586 |
| clock inverters | 34 | 350 |
| diodes | 6 | 15.0 |
| flip-flops and latches | 544 | 16000 |
| fillers | 14400 | 93300 |
| multi-input cells | 3754 | 25100 |
==> cells in the final DEF, fill, tap and decap left out, types with 23 or more instances in the layout <==
cell type	synthesis	final
nor2_1	662	651
edfxtp_1	512	512
a21oi_1	451	451
nand2_1	393	381
buf_4	15	283
o21ai_0	271	267
mux2i_1	269	263
nor3_1	195	193
inv_1	151	151
nand3_1	124	121
ha_1	104	104
mux2_2	101	101
a211oi_1	95	90
o211ai_1	71	71
mux4_2	69	69
clkdlybuf4s50_1	0	61
clkbuf_16	0	57
a31oi_1	57	56
o22ai_1	51	51
a21o_1	46	46
xnor2_1	44	44
a221oi_1	41	41
nand2b_1	34	33
dfxtp_1	32	32
o31ai_1	39	32
nand4_1	29	29
nor4_1	29	28
o21a_1	27	27
o221ai_1	27	27
o2111ai_1	26	26
a22oi_1	25	25
and3_1	23	23
or3_1	23	23
xor2_1	23	23
==> registers in the layout, indices dropped and copies added, names as in the netlist <==
register           count
Decoder.inst1.mem    512
Fetc.pc               32
==> worst min-delay path, cell delays in order (launching register included) <==
cell,delay [ps]
dfxtp_1,310
nand2_1,50
o21ai_0,60
==> power groups by stage <==
stage | Sequential (mW) | Combinational, mW | Clock (mW)
global route | 0.633 | 0.327 | 0.544
CTS | 0.632 | 0.305 | 0.525
finish | 0.632 | 0.319 | 0.522
==> cells in the mapped netlist (69+ instances only) <==
master | n | area share [%]
nor3_1 | 195 | 2.3
clkbuf_1 | 227 | 2.0
o211ai_1 | 71 | 1.2
edfxtp_1 | 512 | 36
mux2i_1 | 269 | 6.3
mux2_2 | 101 | 2.6
mux4_2 | 69 | 3.6
a211oi_1 | 95 | 1.7
nand2_1 | 393 | 3.4
nor2_1 | 662 | 5.8
nand3_1 | 124 | 1.4
ha_1 | 104 | 3.0
a21oi_1 | 451 | 5.2
buf_2 | 101 | 1.2
o21ai_0 | 271 | 3.2
inv_1 | 151 | 1.3
==> per-layer routing <==
| metal | up-vias | track usage (%) |
|---|---|---|
| met4 | 44 | 21.6 |
| met2 | 3393 | 47.0 |
| met5 | - | 4.03 |
| met3 | 886 | 19.1 |
| li1 | 18400 | - |
| met1 | 20800 | 40.9 |
==> cell families after synthesis <==
group	Yosys count	synth area share [%]
AOI/OAI and AO/OA	1517	23.5
xor gates and xnor gates	67	1.36
adders and majority gates	108	3.19
buffers and inverters	546	5.28
DFF	544	37.2
muxes	439	12.5
and+or+nand+nor	1623	16.9
No activity file was given, so power comes from the tool's default toggle rates.
